==> flow/run.sh <==
#!/bin/bash
# OpenROAD 26Q1-2900-gdf79404cd8, Yosys 0.63+post, stock flow scripts
make -C /OpenROAD-flow-scripts/flow DESIGN_CONFIG=/design/flow/config.mk WORK_HOME=/design/flow/orfs finish
==> flow/config.mk <==
export PLATFORM = sky130hd
export DESIGN_NAME = pdm_top
export DESIGN_NICKNAME = pdm_top
export VERILOG_FILES = /design/flow/design.v
export SDC_FILE = /design/flow/constraint.sdc
export NUM_CORES = 4
export LEC_CHECK = 1
export CORE_UTILIZATION = 40
==> flow/constraint.sdc <==
current_design pdm_top

set clk_period 161.4
set clk_io_pct 0.2

create_clock -name clk0 -period $clk_period [get_ports {clk_i}]

set non_clock_inputs [all_inputs -no_clocks]
set_input_delay [expr $clk_period * $clk_io_pct] -clock clk0 $non_clock_inputs
set_output_delay [expr $clk_period * $clk_io_pct] -clock clk0 [all_outputs]
==> flow/design.v <==
package i2s_pkg;
	typedef struct packed {
    logic        master_sd0_out;
    logic        master_sd1_out;
    logic        master_sck_out;
    logic        master_sck_oe;
    logic        master_ws_out;
    logic        master_ws_oe;
    logic        slave_sck_out;
    logic        slave_sck_oe;
    logic        slave_ws_out;
    logic        slave_ws_oe;
	} i2s_to_pad_t;
	typedef struct packed {
    logic        master_sck_in;
    logic        master_ws_in;
    logic        slave_sd0_in;
    logic        slave_sd1_in;
    logic        slave_sck_in;
    logic        slave_ws_in;
	} pad_to_i2s_t;
endpackage
module cic_comb #(
	parameter WIDTH = 64
) (	
	input logic clk_i,
	input logic rstn_i,
	input  logic en_i,
	input  logic clr_i,
	input  logic [1:0] sel_i,
	input  logic [WIDTH-1:0] data_i,
	output logic [WIDTH-1:0] data_o
);
	logic [3:0] [WIDTH-1:0] r_previousdata;
	logic [3:0] [WIDTH-1:0] r_data;
	logic       [WIDTH-1:0] s_sum;
	assign s_sum = data_i - r_previousdata[sel_i];
	assign data_o = r_data[sel_i];
	always_ff @(posedge clk_i or negedge rstn_i)
	begin
		if (~rstn_i)
		begin
			r_previousdata[0] <= 'h0;
			r_previousdata[1] <= 'h0;
			r_previousdata[2] <= 'h0;
			r_previousdata[3] <= 'h0;
			r_data[0]         <= 'h0;
			r_data[1]         <= 'h0;
			r_data[2]         <= 'h0;
			r_data[3]         <= 'h0;
		end
		else
		begin
			if (clr_i)
			begin
				r_previousdata[0] <= 'h0;
				r_previousdata[1] <= 'h0;
				r_previousdata[2] <= 'h0;
				r_previousdata[3] <= 'h0;
				r_data[0]         <= 'h0;
				r_data[1]         <= 'h0;
				r_data[2]         <= 'h0;
				r_data[3]         <= 'h0;
				end
  			else if (en_i) 
    		begin
    			r_data[sel_i]     <= s_sum;
    			r_previousdata[sel_i] <= data_i;
    		end
    	end
    end
endmodule
module cic_integrator #(
	parameter WIDTH = 64
) (	
	input logic clk_i,
	input logic rstn_i,
	input  logic en_i,
	input  logic clr_i,
	input  logic [1:0] sel_i,
	input  logic [WIDTH-1:0] data_i,
	output logic [WIDTH-1:0] data_o
);
	logic [3:0] [WIDTH-1:0] r_accumulator;
	logic       [WIDTH-1:0] s_sum;
	logic       [WIDTH-1:0] s_mux;
	assign s_mux = r_accumulator[sel_i];
	assign s_sum = s_mux + data_i;
	assign data_o = s_mux;
	always_ff @(posedge clk_i or negedge rstn_i)
	begin
		if (~rstn_i)
		begin
			r_accumulator[0] <= 'h0;
			r_accumulator[1] <= 'h0;
			r_accumulator[2] <= 'h0;
			r_accumulator[3] <= 'h0;
		end
		else
		begin
			if (clr_i)
			begin
				r_accumulator[0] <= 'h0;
				r_accumulator[1] <= 'h0;
				r_accumulator[2] <= 'h0;
				r_accumulator[3] <= 'h0;
			end
  			else if (en_i) 
  				r_accumulator[sel_i] <= s_sum;
  		end
	end
endmodule
module varcic #( 
  parameter STAGES = 5,
  parameter ACC_WIDTH = 51
) (
  input  logic             clk_i,
  input  logic             rstn_i,
  input  logic             cfg_en_i,
  input  logic  [1:0]      cfg_ch_num_i,
  input  logic  [9:0]      cfg_decimation_i,
  input  logic  [2:0]      cfg_shift_i,
  input  logic             data_i,
  input  logic             data_valid_i,
  output logic [15:0]      data_o,
  output logic             data_valid_o
);
logic [ACC_WIDTH-1:0] integrator_data [0:STAGES];
logic [ACC_WIDTH-1:0] comb_data [0:STAGES];
logic [9:0] r_sample_nr;
logic [1:0] r_ch_nr;
logic       r_en;
logic       s_clr;
assign s_clr = cfg_en_i & !r_en;
always_ff @(posedge clk_i or negedge rstn_i)
begin
  if(~rstn_i)
    r_en <= 'h0;
  else
    r_en <= cfg_en_i;
end
always_ff @(posedge clk_i or negedge rstn_i)
begin
  if(~rstn_i)
  begin
    r_sample_nr  <=  'h0;
    r_ch_nr      <=  'h0;
  end
  else
  begin
    if (s_clr)
    begin
      r_sample_nr  <= 0;
      r_ch_nr      <= 0;
    end
    else if (data_valid_i)
    begin
      if(r_ch_nr == cfg_ch_num_i)
      begin
        r_ch_nr <= 'h0;
        if (r_sample_nr == cfg_decimation_i)
          r_sample_nr  <= 0;
        else
          r_sample_nr  <= r_sample_nr + 1;
      end
      else
        r_ch_nr <= r_ch_nr + 1;
      end
  end
end
logic  s_out_data_valid;
assign s_out_data_valid = data_valid_i & (r_sample_nr == cfg_decimation_i);
assign data_valid_o     = s_out_data_valid;
assign integrator_data[0] = data_i ? 'h1 : {ACC_WIDTH{1'b1}};
assign comb_data[0] = integrator_data[STAGES];
genvar i;
generate
  for (i=0; i<STAGES; i=i+1)
    begin : cic_stages
    cic_integrator #(ACC_WIDTH) cic_integrator_inst(
      .clk_i(clk_i),
      .rstn_i(rstn_i),
      .clr_i(s_clr),
      .sel_i(r_ch_nr),
      .en_i(data_valid_i),
      .data_i(integrator_data[i]),
      .data_o(integrator_data[i+1])
      );
    cic_comb #(ACC_WIDTH) cic_comb_inst(
      .clk_i(clk_i),
      .rstn_i(rstn_i),
      .clr_i(s_clr),
      .sel_i(r_ch_nr),
      .en_i(s_out_data_valid),
      .data_i(comb_data[i]),
      .data_o(comb_data[i+1])
      );
    end
endgenerate
always_comb begin : proc_data_o
  data_o = 'h0;
  case(cfg_shift_i)
    0:
      data_o = comb_data[STAGES][ACC_WIDTH-1:ACC_WIDTH-16];
    1:
      data_o = comb_data[STAGES][ACC_WIDTH-6:ACC_WIDTH-21];
    2:
      data_o = comb_data[STAGES][ACC_WIDTH-11:ACC_WIDTH-26];
    3:
      data_o = comb_data[STAGES][ACC_WIDTH-16:ACC_WIDTH-31];
    4:
      data_o = comb_data[STAGES][ACC_WIDTH-21:ACC_WIDTH-36];
    5:
      data_o = comb_data[STAGES][ACC_WIDTH-26:ACC_WIDTH-41];
    6:
      data_o = comb_data[STAGES][ACC_WIDTH-31:ACC_WIDTH-46];
    7:
      data_o = comb_data[STAGES][ACC_WIDTH-36:ACC_WIDTH-51];
    default:
      data_o = comb_data[STAGES][ACC_WIDTH-1:ACC_WIDTH-16];
    endcase  
end
endmodule
module pdm_top (
	input  logic          clk_i,
	input  logic          rstn_i,
	output logic          pdm_clk_o,
    input  logic  [1:0]   cfg_pdm_ch_mode_i,
    input  logic  [9:0]   cfg_pdm_decimation_i,
    input  logic  [2:0]   cfg_pdm_shift_i,
    input  logic          cfg_pdm_en_i,
	input  logic          pdm_ch0_i,
	input  logic          pdm_ch1_i,
	output logic   [15:0] pcm_data_o,
	output logic          pcm_data_valid_o,
	input  logic          pcm_data_ready_i
);
	logic [1:0] s_ch_target;
	logic       s_data;
	logic       s_data_valid;
	logic       r_store_ch0;
	logic       r_store_ch1;
	logic       r_store_ch2;
	logic       r_store_ch3;
	logic       r_send_ch0;
	logic       r_send_ch1;
	logic       r_send_ch2;
	logic       r_send_ch3;
	logic       r_data_ch0;
	logic       r_data_ch1;
	logic       r_data_ch2;
	logic       r_data_ch3;
	logic       r_clk;
	logic       r_clk_dly;
	assign pdm_clk_o = r_clk;
	varcic #( 
  		.STAGES(5),
  		.ACC_WIDTH(51)
	) i_varcic (
  		.clk_i            ( clk_i                ),
  		.rstn_i           ( rstn_i               ),
  		.cfg_en_i         ( cfg_pdm_en_i         ),
  		.cfg_ch_num_i     ( s_ch_target          ),
  		.cfg_decimation_i ( cfg_pdm_decimation_i ),
  		.cfg_shift_i      ( cfg_pdm_shift_i      ),
  		.data_i           ( s_data               ),
  		.data_valid_i     ( s_data_valid         ),
  		.data_o           ( pcm_data_o           ),
  		.data_valid_o     ( pcm_data_valid_o     )
	);
	always_comb begin : proc_s_ch_target
		s_ch_target = 0;
		case(cfg_pdm_ch_mode_i)
			2'b00:
				s_ch_target = 0;
			2'b01:
				s_ch_target = 1;
			2'b10:
				s_ch_target = 1;
			2'b11:
				s_ch_target = 3;
		endcase  
	end
	always_ff @(posedge clk_i or negedge rstn_i) begin : proc_r_store
		if(~rstn_i) begin
			r_store_ch0 <= 1;
			r_store_ch1 <= 0;
			r_store_ch2 <= 0;
			r_store_ch3 <= 0;
			r_send_ch0  <= 0;
			r_send_ch1  <= 0;
			r_send_ch2  <= 0;
			r_send_ch3  <= 0;
			r_data_ch0  <= 0;
			r_data_ch1  <= 0;
			r_data_ch2  <= 0;
			r_data_ch3  <= 0;
			r_clk       <= 0;
			r_clk_dly   <= 0;
		end else begin
	  		if(cfg_pdm_en_i)
	  		begin
	        case(cfg_pdm_ch_mode_i)
	        	2'b00:
	        	begin
	        		r_store_ch0 <= ~r_store_ch0;
	        		r_send_ch0  <= ~r_send_ch0;
	        		if(r_store_ch0)
	        			r_data_ch0 <= pdm_ch0_i;
	        		r_clk <= ~r_clk;
	        	end
	        	2'b01:
	        	begin
	        		r_store_ch0 <= ~r_store_ch0;
	        		r_send_ch0  <= ~r_send_ch0;
	        		r_store_ch1 <= ~r_store_ch1;
	        		r_send_ch1  <=  r_send_ch0;
	        		if(r_store_ch0)
	        			r_data_ch0 <= pdm_ch0_i;
	        		if(r_store_ch1)
	        			r_data_ch1 <= pdm_ch0_i;
	        		r_clk <= ~r_clk;
	        	end
	        	2'b10:
	        	begin
	        		r_store_ch0 <= ~r_store_ch0;
	        		r_send_ch0  <= ~r_send_ch0;
	        		r_send_ch1  <=  r_send_ch0;
	        		if(r_store_ch0)
	        		begin
	        			r_data_ch0 <= pdm_ch0_i;
	        			r_data_ch1 <= pdm_ch1_i;
	        		end
	        		r_clk <= ~r_clk;
	        	end
	        	2'b11:
	        	begin
	        		r_store_ch0 <=  r_clk_dly & ~r_clk;
	        		r_store_ch2 <= ~r_clk_dly &  r_clk;
	        		r_send_ch0 <= r_store_ch0;
	        		r_send_ch1 <= r_send_ch0;
	        		r_send_ch2 <= r_send_ch1;
	        		r_send_ch3 <= r_send_ch2;
	        		if(r_store_ch0)
	        		begin
	        			r_data_ch0 <= pdm_ch0_i;
	        			r_data_ch1 <= pdm_ch1_i;
	        		end
	        		if(r_store_ch2)
	        		begin
	        			r_data_ch2 <= pdm_ch0_i;
	        			r_data_ch3 <= pdm_ch1_i;
	        		end
	        		r_clk      <= ~r_clk_dly;
	        		r_clk_dly  <= r_clk;
	        	end
	        endcase  
			end	
			else
			begin
				r_store_ch0 <= 1'b1;
				r_store_ch1 <= 0;
				r_store_ch2 <= 0;
				r_store_ch3 <= 0;
				r_send_ch0  <= 0;
				r_send_ch1  <= 0;
				r_send_ch2  <= 0;
				r_send_ch3  <= 0;
				r_clk       <= 0;
				r_clk_dly   <= 0;
			end
		end
	end
	always_comb begin : proc_s_data
		if(r_send_ch0)
		begin
				s_data = r_data_ch0;
		end
		else if(r_send_ch1)
		begin
				s_data = r_data_ch1;
		end
		else if(r_send_ch2)
		begin
				s_data = r_data_ch2;
		end
		else
		begin
				s_data = r_data_ch3;
		end
	end
	assign s_data_valid = r_send_ch0 | r_send_ch1 | r_send_ch2 | r_send_ch3;
endmodule
==> run notes <==
The full implementation flow was run.

The run finished with clean final reports. The starting density of the core stands at 40.3%. The post-CTS setup buffer count stands at 0.

Total power normalized to cell area comes to 11.7 mW/mm². The number of clock sinks stands at 3086. After floorplanning, the die was sized to cover 0.392 mm².

The number of antenna violations at the first check in global routing stands at 8. The flow reports that the clock network draws 39.1% of the design power. The script logs the ratio of routed vias to standard cells as 6.08. The first-pass GRT wire length stands at 691000 µm. Looking at the max-slew report, the worst-margin pin has a slew of 0.975 ns. For reference, the critical path is captured by pcm_data_o[2]. The endpoint required time on the critical path stands at 129.12 ns. The worst setup path is launched from an input port.

The first routing iteration left 8363 violations. Gates resized during post-CTS repair numbered 0. The period utilization stands at 41.6%. In this run the mean area of a mapped cell was 11.8 µm². The final count of pins violating max slew stands at 0. The core region is 0.387 mm². The final core utilization stands at 44.6%. The internal power summed over all cells stands at 1.40 mW.

STA classifies the critical path endpoint as an output pin. The switching part of the total stands at 30.7%. Per Yosys stat, the portion of area used by sequential elements is 49.6%. For this sky-water flow run, the detailed-routed wirelength per cell is reported as 23.7 µm. The area share of the leading cell type in the synthesized netlist stands at 49.6%. According to the floorplan log, the row count is 228.

By area the synthesized netlist is led by sky130_fd_sc_hd__dfrtp_1, sky130_fd_sc_hd__a22o_1, sky130_fd_sc_hd__mux4_2, sky130_fd_sc_hd__ha_1, sky130_fd_sc_hd__nand2_1. Synthesis inferred 3086 register bits. The stat command in Yosys gives a chip area of 0.156 mm². In this run the deepest clock path goes through 4 buffers. TritonCTS built the clock tree.

The aggregate routed wire length stands at 434000 µm. During I/O placement, the number of pins put on the boundary was 39. The share of flip-flops with an asynchronous set or reset stands at 100%. The later-pin clock latency in the skew report stands at 0.96 ns. Setup repair after global routing left no endpoint under its margin. According to the timing report, the arrival time at the worst endpoint equals 34.82 ns. The fraction of power consumed by sequential logic stands at 40.5%. The number of global-route vias before repair is 115000. The clock transition at the registers of the reported paths stands at 0.05 ns. Along the worst path, the maximum fanout reaches 39. Buffers inserted to repair hold after CTS numbered 0. Per the synthesis report, the dominant area consumer among library cells is sky130_fd_sc_hd__dfrtp_1. The aggregate global-route resource usage stands at 23.4%.

Combinational logic burns 20.4% of the power. The cell leakage power stands at 79.2 nW. In this run, CTS created clock tree buffers numbering 338. CTS built an H-tree with a depth of 5.

The net switching power of the design stands at 0.619 mW. The count of cells along the worst register-to-register path stands at 19. The routability congestion estimate from global placement stands at 0.918. Recorded from the global router log, the overflow total was 0. The post-synthesis cell count from yosys stands at 13200. STA lists the endpoint of the worst register-to-register path as i_varcic.cic_stages[2].cic_comb_inst.r_data[150]. The pin count of the biggest net entering global routing stands at 123. Synthesis produced 13200 cells. The tool warning count for the run is 38.

The tally of buffers added on design ports stands at 37. The count of cell types in the netlist stands at 94. The half-perimeter wire length after placement stands at 260000 µm. Prior to clock tree synthesis, the placed netlist has a worst setup slack of 94.31 ns. After synthesis the cells add up to 0.156 mm². For the worst reg-to-reg path, the startpoint reported by OpenROAD is i_varcic.r_ch_nr[0]. The number of maximum-capacitance violations stands at 0. For flop-to-flop paths, the worst setup slack is 152.53 ns. The worst path meets setup with 94.30 ns of slack.

The highest supply drop recorded on VDD is 10.1 µV. The synthesis report lists the Yosys warning total as 8. The count of endpoints failing setup in the final report stands at 0. The most critical min-delay path falls under flip-flop to flip-flop.

For this block, the via count after detailed routing is 111000. Looking at the cell usage after synthesis, the top flip-flop cell is sky130_fd_sc_hd__dfrtp_1. The antenna violation net count after detailed routing stands at 0. TritonRoute reported its final design rule violation total as 0. By startpoint and endpoint, the worst setup path is classified as input port to output pin. The floorplan die width stands at 626 µm. The count of flip-flops with a built-in enable after synthesis stands at 0. The most critical setup path has its startpoint at cfg_pdm_shift_i[1].

Ranked by instance count, the synthesized netlist is headed by sky130_fd_sc_hd__dfrtp_1, sky130_fd_sc_hd__a22o_1, sky130_fd_sc_hd__nand2_1, sky130_fd_sc_hd__clkbuf_1, sky130_fd_sc_hd__mux4_2. The iteration count recorded for the first detailed-route pass is 5. Per the timing report, the achievable frequency comes out to 14.9 MHz. The floorplan step set the die height to 626 µm. The accumulated negative setup slack stands at 0 ns. The remaining max-slew budget at the tightest pin stands at 34.9%. The maximum clock skew at final layout stands at 0.0951 ns. After filler insertion, the fill cell instance count of the layout stands at 34600. The post-route netlist has 12.8% of its cells at a drive strength greater than 1. Between the synthesized netlist and the finished layout, the area growth was recorded as 10.8%. The final critical path time including I/O delays and setup stands at 67.10 ns. The root buffer cell chosen for the clock tree is sky130_fd_sc_hd__clkbuf_16.

Hold-check failures listed in the final report amount to 0. Looking at the gate-level netlist, the highest instance count belongs to sky130_fd_sc_hd__dfrtp_1.
-- routing by layer --
metal	global-route usage [%]	share of wire, %
met3	8.85	9.4
met1	36.4	45
met4	4.20	2.1
met5	0.0864	0.013
met2	32.9	44
-- how the worst min path moves through the flow --
stage         cells past startpoint                                                to  slack (ns)                                        startpoint
CTS                               2  i_varcic.cic_stages[3].cic_comb_inst.r_data[182]        0.48  i_varcic.cic_stages[3].cic_comb_inst.r_data[182]
global route                      2  i_varcic.cic_stages[4].cic_comb_inst.r_data[146]        0.49  i_varcic.cic_stages[4].cic_comb_inst.r_data[146]
finish                            2                                         flip-flop        0.47                                         flip-flop
-- power by group through the flow --
stage | registers [mW] | clock network, mW | logic, mW
after CTS | 0.817 | 0.804 | 0.413
after global routing | 0.820 | 0.833 | 0.446
final | 0.817 | 0.788 | 0.412
-- flip-flops by register name (all words and copies together), names as in the netlist --
register	count
i_varcic.cic_stages.cic_comb_inst.r_data	1020
i_varcic.cic_stages.cic_comb_inst.r_previousdata	1020
i_varcic.cic_stages.cic_integrator_inst.r_accumulator	1020
i_varcic.r_sample_nr	10
i_varcic.r_ch_nr	2
i_varcic.r_en	1
r_clk	1
r_clk_dly	1
r_data_ch0	1
r_data_ch1	1
r_data_ch2	1
r_data_ch3	1
r_send_ch0	1
r_send_ch1	1
r_send_ch2	1
r_send_ch3	1
r_store_ch0	1
r_store_ch1	1
r_store_ch2	1
-- cell type report --
| cell class | count | area, µm² | area share [%] |
|---|---|---|---|
| flip-flops and latches | 3086 | 77200 | 44.8 |
| multi-input cells | 8767 | 73500 | 42.6 |
| clock buffers | 499 | 9940 | 5.76 |
| well taps | 5175 | 6470 | 3.75 |
| repair buffers | 324 | 2720 | 1.57 |
| inverters | 367 | 1380 | 0.798 |
| clock inverters | 106 | 1260 | 0.732 |
| diodes | 1 | 2.50 | 0.00145 |
-- layout by cell type (no fill, tap or decap), drive strengths merged, types with 88 or more instances in the layout --
master	instances
buf	288
inv	377
nor2b	88
o21a	96
nand2	1101
ha	503
nand3	369
o21ai	781
clkbuf	499
xor2	176
dfrtp	3085
nor2	314
mux4	786
a21oi	764
a21o	322
xnor2	281
a22o	2266
-- logic make-up after synthesis --
kind of cell / after synthesis / share of synthesized area (%)
compound gates: 4677 / 22.0
xor+xnor: 457 / 2.57
fa+ha+maj: 514 / 4.17
buf+inv: 1388 / 3.38
flops: 3086 / 49.6
mux: 817 / 11.6
simple gates: 2302 / 6.68
-- critical path: stages --
cell and delay (ns):
sky130_fd_sc_hd__clkdlybuf4s50_1 0.45, sky130_fd_sc_hd__buf_4 0.36, sky130_fd_sc_hd__inv_1 0.07, sky130_fd_sc_hd__buf_4 0.25
sky130_fd_sc_hd__mux2i_1 0.15, sky130_fd_sc_hd__mux4_2 0.49, sky130_fd_sc_hd__a21oi_1 0.15, sky130_fd_sc_hd__a311o_1 0.13
sky130_fd_sc_hd__clkdlybuf4s50_1 0.45
-- metrics by stage --
stage	cells	hold WS (ns)	power, mW	instance area, µm²
2_1_floorplan	13200	0.444	1.11	156000
3_3_place_gp	17700	0.456	1.24	161000
3_5_place_dp	17700	0.465	1.24	161000
4_1_cts	18300	0.478	2.03	173000
5_1_grt	18300	0.493	2.10	173000
6_report	18300	0.473	2.02	173000
No activity file was given, so power comes from the tool's default toggle rates.
