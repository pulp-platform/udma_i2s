### design/flow/run.sh
#!/bin/bash
# OpenROAD 26Q1-2900-gdf79404cd8, Yosys 0.63+post, stock flow scripts
make -C /OpenROAD-flow-scripts/flow DESIGN_CONFIG=/design/flow/config.mk WORK_HOME=/design/flow/orfs finish
### design/flow/design.v
package i2s_pkg;
	typedef struct packed {
    logic        master_sd0_out;
    logic        master_sd1_out;
    logic        master_sck_out;
    logic        master_sck_oe;
    logic        master_ws_out;
    logic        master_ws_oe;
    logic        slave_sck_out;
    logic        slave_sck_oe;
    logic        slave_ws_out;
    logic        slave_ws_oe;
	} i2s_to_pad_t;
	typedef struct packed {
    logic        master_sck_in;
    logic        master_ws_in;
    logic        slave_sd0_in;
    logic        slave_sd1_in;
    logic        slave_sck_in;
    logic        slave_ws_in;
	} pad_to_i2s_t;
endpackage
module i2s_tx_channel (
    input  logic                    sck_i,
    input  logic                    rstn_i,
    output logic                    i2s_ch0_o,
    output logic                    i2s_ch1_o,
    input  logic                    i2s_ws_i,
    input  logic             [31:0] fifo_data_i,
    input  logic                    fifo_data_valid_i,
    output logic                    fifo_data_ready_o,
    output logic                    fifo_err_o,
    input  logic                    cfg_en_i, 
    input  logic                    cfg_2ch_i, 
    input  logic              [4:0] cfg_wlen_i, 
    input  logic              [3:0] cfg_wnum_i, 
    input  logic                    cfg_lsb_first_i
);
    logic  [1:0] r_ws_sync;
    logic        s_ws_edge;
    logic [31:0] r_shiftreg_ch0;
    logic [31:0] r_shiftreg_ch1;
    logic [31:0] s_shiftreg_ch0;
    logic [31:0] s_shiftreg_ch1;
    logic [31:0] r_shiftreg_shadow;
    logic [31:0] s_shiftreg_shadow;
    logic        s_sample_in;
    logic        s_sample_sr0;
    logic        s_sample_sr1;
    logic        s_sample_swd;
    logic        s_update_cnt;
    logic [4:0]  r_count_bit;
    logic [3:0]  r_count_word;
    logic        s_word_done;
    logic        r_started;
    enum logic [1:0] {ST_START,ST_SAMPLE,ST_WAIT,ST_RUNNING} r_state,s_state;
    assign s_ws_edge = i2s_ws_i ^ r_ws_sync[0]; 
    assign s_word_done     = r_count_bit == cfg_wlen_i;
    assign s_word_done_pre = r_count_bit == (cfg_wlen_i - 1);
    assign fifo_data_ready_o = s_sample_in;
    assign s_i2s_ch0 = cfg_lsb_first_i ? r_shiftreg_ch0[0] : r_shiftreg_ch0[cfg_wlen_i];
    assign s_i2s_ch1 = cfg_lsb_first_i ? r_shiftreg_ch1[0] : r_shiftreg_ch1[cfg_wlen_i];
    always_comb begin : proc_SM
        s_sample_in  = 1'b0;
        s_update_cnt = 1'b0;
        s_sample_sr0 = 1'b0;
        s_sample_sr1 = 1'b0;
        s_sample_swd = 1'b0;
        s_shiftreg_ch0    = r_shiftreg_ch0;
        s_shiftreg_ch1    = r_shiftreg_ch1;
        s_shiftreg_shadow = r_shiftreg_shadow;
        s_state = r_state;
        case(r_state)
            ST_START:
            begin
                if(fifo_data_valid_i)
                begin
                    s_sample_in    = 1'b1;
                    s_sample_sr0   = 1'b1;
                    s_shiftreg_ch0 = fifo_data_i;
                    s_state = ST_SAMPLE;
                end
            end
            ST_SAMPLE:
            begin
                if(fifo_data_valid_i)
                begin
                    s_sample_in    = 1'b1;
                    s_sample_sr1   = 1'b1;
                    s_shiftreg_ch1 = fifo_data_i;
                    s_state = ST_WAIT;
                end
            end
            ST_WAIT:
            begin
                if(s_ws_edge)
                    s_state = ST_RUNNING;
            end
            ST_RUNNING:
            begin
                s_update_cnt = 1'b1;
                s_sample_sr0 = 1'b1;
                s_sample_sr1 = cfg_2ch_i;
                if(s_word_done_pre)
                begin
                    if(cfg_2ch_i)
                    begin
                        s_sample_in    = 1'b1;
                        s_shiftreg_shadow = fifo_data_i;
                        s_sample_swd      = 1'b1;
                    end
                end
                if(s_word_done)
                begin
                    s_sample_in = 1'b1;                    
                    if(cfg_2ch_i)
                        s_shiftreg_ch0 = r_shiftreg_shadow; 
                    else
                        s_shiftreg_ch0 = fifo_data_i; 
                    s_shiftreg_ch1 = fifo_data_i; 
                end
                else
                begin
                    if(cfg_lsb_first_i)
                    begin
                        s_shiftreg_ch0 = {1'b0,r_shiftreg_ch0[31:1]};
                        s_shiftreg_ch1 = {1'b0,r_shiftreg_ch1[31:1]};
                    end
                    else
                    begin
                        s_shiftreg_ch1 = {r_shiftreg_ch1[30:0],1'b0};
                        s_shiftreg_ch0 = {r_shiftreg_ch0[30:0],1'b0};
                    end
                end
            end
        endcase  
    end
    always_ff  @(posedge sck_i, negedge rstn_i)
    begin
        if (rstn_i == 1'b0)
            r_state <= ST_START;
        else
            r_state <= s_state;
    end
    always_ff  @(posedge sck_i, negedge rstn_i)
    begin
        if (rstn_i == 1'b0)
        begin
            r_shiftreg_ch0  <=  'h0;
            r_shiftreg_ch1  <=  'h0;
            r_shiftreg_shadow <= 'h0;
        end
        else
        begin
            if(s_sample_sr0)
                r_shiftreg_ch0  <= s_shiftreg_ch0;
            if(s_sample_sr1)
                r_shiftreg_ch1  <= s_shiftreg_ch1;
            if(s_sample_swd)
                r_shiftreg_shadow  <= s_shiftreg_shadow;
        end
    end
    always_ff  @(posedge sck_i, negedge rstn_i)
    begin
        if (rstn_i == 1'b0)
        begin
            r_count_bit <= 'h0;
        end
        else
        begin
            if(s_update_cnt)
            begin
                if (s_word_done)
                    r_count_bit <= 'h0;
                else 
                    r_count_bit <= r_count_bit + 1;
            end
        end
    end
    always_ff  @(posedge sck_i, negedge rstn_i)
    begin
        if (rstn_i == 1'b0)
        begin
            r_ws_sync <= 'h0;
        end
        else
        begin
            r_ws_sync <= {r_ws_sync[0],i2s_ws_i};
        end
    end
    always_ff  @(negedge sck_i, negedge rstn_i)
    begin
        if (rstn_i == 1'b0)
        begin
            i2s_ch0_o <= 'h0;
            i2s_ch1_o <= 'h0;
        end
        else
        begin
            i2s_ch0_o <= s_i2s_ch0;
            i2s_ch1_o <= s_i2s_ch1;
        end
    end
endmodule
### design/flow/constraint.sdc
current_design i2s_tx_channel

set clk_period 17.5
set clk_io_pct 0.2

create_clock -name clk0 -period $clk_period [get_ports {sck_i}]

set non_clock_inputs [all_inputs -no_clocks]
set_input_delay [expr $clk_period * $clk_io_pct] -clock clk0 $non_clock_inputs
set_output_delay [expr $clk_period * $clk_io_pct] -clock clk0 [all_outputs]
### design/flow/config.mk
export PLATFORM = sky130hd
export DESIGN_NAME = i2s_tx_channel
export DESIGN_NICKNAME = i2s_tx_channel
export VERILOG_FILES = /design/flow/design.v
export SDC_FILE = /design/flow/constraint.sdc
export NUM_CORES = 4
export LEC_CHECK = 1
export CORE_UTILIZATION = 50
==> notes.md <==
From the run reports.

- The clock edge transition at the registers on the reported setup and hold paths is 0.07 ns.
- The required time at the endpoint of the critical path reads 8.94 ns.
- Summing all placed instances gives a cell area of ~7300 um^2.
- The tally of unique sky130hd cells used after synthesis reads 58.
- After synthesis, the design contains between 600 and 700 cells according to Yosys.
- The clock reaches the later pin of the worst-skew pair after roughly 0.36 ns.
- On met3, the global router reports a usage of 0.05728.
- The number of design rule violations left after detail routing reads 0.
- The origin of the critical flop-to-flop path is r_shiftreg_ch1[24].
- The timing report gives the biggest stage delay along the critical path as approximately 0.57 ns.
- The flop and latch count out of synthesis reads 108.
- Nets still carrying antenna violations after routing amount to 0.
- The commonest cells after synthesis are 105 x dfrtp_1, 77 x mux2i_1, 53 x mux2_2.
- Counting tap cells, the placed design contains a total of 819 instances.
- The total die area is about 14,000 um^2.
- Counting pins that exceed their max-slew limit in the final report gives 0.
- The initial antenna violation count was 0.
- The flow ran to the end, and the final reports show no timing, DRC or antenna violations.
- The number of hold-repair buffers added at the cts stage is 0.
- Of the cells placed in the final design, the portion with a size suffix greater than 1 is 0.2170.
- Across the routed clock network, the largest skew measured is approximately 0.011 ns.
- The maximum fanout count along the critical path is 21.
- The average detailed-routed wire length per instance reads ~22 um.
- For reference, the top cells by area after synthesis are dfrtp_1 38%, mux2i_1 11%, mux2_2 8.6%.
- The count of input and output buffers is 45.
- The share of synthesized area in the top cell type comes to 0.3791.
- The layout overhead on the synthesized area reads 10.42%.
- The first global-routing pass estimated 29,770 um of wire.
- Summed over all failing endpoints, the final setup total negative slack is 0 ns.
- Clock tree synthesis found a total of between 100 and 150 sinks.
- The number of max-cap violations reads 0.
- The routed layout has 5,208 vias.
- The number of CTS-inserted buffers reads 9.
- The largest area contributor in the synthesized netlist reads dfrtp_1.
- The slowest stage of the critical path belongs to the cell mux4_2.
- Clock tree synthesis selected as its root buffer the cell clkbuf_16.
- After routing the design area is between 7000 and 8000 um^2.
- Looking at the clock tree report, the H-tree level count equals 3.
- The post-detailed-routing wire length reads 18,330 um.
- The pin count of the biggest net entering global routing is 65.
- Global routing put the most usage on met1.
- The first element of the critical path reads cfg_wlen_i[0].
- The via count of the first global-routing pass was 5,330.
- The endpoint type of the worst setup path is a register.
- The buffer levels on the longest clock path reads 2.
- The summed instance area of the synthesized netlist is 6932 um^2.
- The number of cells upsized or downsized after cts is 0.
- The core region is ~13,000 um^2.
- The effective utilization at floorplan is 0.5173.
- Looking at the setup timing report, the critical path kind is primary input to register.
- The iteration tally of the first detailed-router pass reads 5.
- The worst relative slew slack is 0.4447.
- The setup slack after layout is 3.498 ns.
- The number of antenna diodes in the final layout is 0.
- The number of standard cells in the layout, taps in and fillers out is about 840.
- The script logs the ratio of routed vias to standard cells as 6.237.
- The clock tree from TritonCTS reads yes.
- met2 track demand over resource after global routing is 0.4321.
- The internal reg-to-reg setup slack is slightly above 7 ns.
- The Yosys chip area is about 7000 um^2.
- Setup repair after global routing left no endpoint under its margin.
- Traced cell by cell, the critical path runs through clkdlybuf4s50_1, buf_4, mux4_2, mux2_2, o211ai_1, a21oi_1.
- The predominant post-synthesis flop cell reads dfrtp_1.
- The design draws 1.062 mW.
- The final timing report lists a hold violation count of 0.
- The die span in x is roughly 120 um.
- The synthesized area divided by synthesized cell count reads 10.78 um^2.
- The static leakage reads 3.188 nW.
- The boundary pin count reads 52.
- During synthesis, Yosys emitted a total of 5 warnings.
- The worst reg-to-reg path cell count reads 4.
- The number of cells on the worst hold path is listed as 1.
- The register area share after synthesis reads 0.3901.
- The number of enable flip-flop cells is 0.
- Routability-driven placement finished with a final weighted congestion of 0.8593.
- The number of post-CTS setup repair buffers is 0.
- The post-place setup slack reads 3.131 ns.
- The OpenROAD warning count reads 30.
- The die outline height is 119.7 um.
- The global routing report lists met1 layer usage as 0.4322.
- The nature of the critical path startpoint reads a primary input.
- The number of DRC violations after detailed-routing iteration 0 is 456.
- The cell row count is 42.
- Per the post-synthesis report, the number of cells in the design is 643.
- For the pin with the worst max-slew slack, the measured transition is 0.8330 ns.
- According to the timing report, the critical path is captured at i2s_ch1_o.
- The endpoint of the lowest-slack register-to-register path reads i2s_ch1_o.
- The worst-case vdd ir drop is 57.52 uV.
- The most common cell in the synthesized netlist is dfrtp_1.
- The total grt overflow reads 0.
- Total global-route track usage over all layers is 0.2809.
- For this run, asynchronously set or reset flops after synthesis account for 1.000.
- The type recorded for the worst min-delay path is register to register.
- The count of final setup violators is 0.
- The HPWL after detailed placement is around 11,000 um.
- The data arrival time of the critical path is 5.44 ns.
- The power per cell area reads 138.7 nW/um^2.
-- power breakdown --
group / switching, mW / leakage, nW / internal (mW)
Combinational: 0.164 / 1.65 / 0.217
Clock: 0.0933 / 0.151 / 0.130
Sequential: 0.104 / 1.38 / 0.353
-- per-stage QoR --
step	hold slack [ns]	utilization
finish	0.5020	0.5711
global route	0.5223	0.5711
CTS	0.5054	0.5711
detailed placement	0.4938	0.5477
global placement	0.4858	0.5477
floorplan	0.4598	-
-- state kept, by name, summed over array words and instances (netlist names), named ones only --
signal / count
r_ws_sync: 1
i2s_ch0_o: 1
r_shiftreg_shadow: 32
r_shiftreg_ch0: 32
r_count_bit: 5
r_shiftreg_ch1: 32
i2s_ch1_o: 1
r_state: 3
-- area by class of cell --
| type | count | area [um^2] |
|---|---|---|
| inverter | 5 | 18.77 |
| tap | 176 | 220.2 |
| timing repair buffer | 59 | 543.0 |
| fill | 1095 | 5747 |
| multi-input combinational | 471 | 3854 |
| clock buffer | 14 | 254.0 |
| sequential | 108 | 2704 |
| clock inverter | 2 | 60.06 |
-- how the worst min path moves through the flow --
stage / startpoint / end / slack, ns
finish: r_state[0] / r_state[0] / 0.50
CTS: r_state[0] / r_state[0] / 0.51
global route: r_shiftreg_shadow[22] / r_shiftreg_shadow[22] / 0.52
-- layer usage --
layer | vias up | share of wire
met5 | - | 0
met4 | 0 | 0.017
met3 | 22 | 0.058
met2 | 173 | 0.47
met1 | 2618 | 0.45
li1 | 2395 | -
-- critical path, delay by kind of cell --
| kind | cells | cell delay [ns] |
|---|---|---|
| mux | 2 | 0.86 |
| buf+inv | 2 | 0.79 |
| compound gates | 2 | 0.28 |
-- cells by family (layout without fill, tap and decap cells) --
group / Yosys count / after routing / synth area share
AOI/OAI and AO/OA: 145 / 145 / 0.1343
xor gates and xnor gates: 8 / 8 / 0.01011
DFF: 108 / 108 / 0.3901
other: 1 / 1 / 0.0005410
muxes: 170 / 170 / 0.2948
buffers and inverters: 64 / 80 / 0.05884
and+or+nand+nor: 145 / 145 / 0.1078
adders and majority gates: 2 / 2 / 0.003610
-- placed cells by master (no fill, tap or decap), types with 4 or more instances in the layout --
cell type,netlist,routed
a21oi_1,38,38
a221o_1,5,5
a221o_2,8,8
a311oi_1,5,5
and2_1,13,13
and3_1,6,6
buf_4,6,15
clkbuf_1,28,4
clkbuf_16,0,9
clkdlybuf4s50_1,0,42
dfrtp_1,105,105
inv_1,4,4
mux2_2,53,53
mux2_4,30,30
mux2i_1,77,77
mux4_2,10,10
nand2_1,41,41
nand3_1,20,20
nand4_1,14,14
nor2_1,27,27
nor2b_1,8,8
o211ai_1,19,19
o21ai_0,20,20
o21ai_1,30,30
xnor2_1,5,4
No activity file was given, so power comes from the tool's default toggle rates.
