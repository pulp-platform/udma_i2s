[design.v]
package i2s_pkg;
	typedef struct packed {
    logic        master_sd0_out;
    logic        master_sd1_out;
    logic        master_sck_out;
    logic        master_sck_oe;
    logic        master_ws_out;
    logic        master_ws_oe;
    logic        slave_sck_out;
    logic        slave_sck_oe;
    logic        slave_ws_out;
    logic        slave_ws_oe;
	} i2s_to_pad_t;
	typedef struct packed {
    logic        master_sck_in;
    logic        master_ws_in;
    logic        slave_sd0_in;
    logic        slave_sd1_in;
    logic        slave_sck_in;
    logic        slave_ws_in;
	} pad_to_i2s_t;
endpackage
module i2s_rx_channel (
    input  logic                    sck_i,
    input  logic                    rstn_i,
    input  logic                    i2s_ch0_i,
    input  logic                    i2s_ch1_i,
    input  logic                    i2s_ws_i,
    output logic             [31:0] fifo_data_o,
    output logic                    fifo_data_valid_o,
    input  logic                    fifo_data_ready_i,
    output logic                    fifo_err_o,
    input  logic                    cfg_en_i, 
    input  logic                    cfg_2ch_i, 
    input  logic              [4:0] cfg_wlen_i, 
    input  logic              [3:0] cfg_wnum_i, 
    input  logic                    cfg_lsb_first_i
);
    logic        r_ws_old;
    logic        s_ws_edge;
    logic [31:0] r_shiftreg_ch0;
    logic [31:0] r_shiftreg_ch1;
    logic [31:0] s_shiftreg_ch0;
    logic [31:0] s_shiftreg_ch1;
    logic [31:0] r_shiftreg_ch0_shadow;
    logic [31:0] r_shiftreg_ch1_shadow;
    logic [4:0]  r_count_bit;
    logic        r_word_done_dly;
    logic        s_word_done;
    logic        r_started;
    logic        r_started_dly;
    logic        r_ch0_valid;
    logic        r_ch1_valid;
    assign s_ws_edge = i2s_ws_i ^ r_ws_old; 
    assign s_word_done = r_count_bit == cfg_wlen_i;
    assign fifo_data_o = r_ch0_valid ? r_shiftreg_ch0_shadow : (r_ch1_valid ? r_shiftreg_ch1_shadow : 32'h0);
    assign fifo_data_valid_o = r_ch0_valid | r_ch1_valid;
    assign fifo_err_o = (r_ch0_valid | r_ch1_valid) & ~fifo_data_ready_i & s_word_done;
    always_comb begin : proc_shiftreg
        s_shiftreg_ch0 = r_shiftreg_ch0;
        s_shiftreg_ch1 = r_shiftreg_ch1;
        if(cfg_lsb_first_i)
        begin
            s_shiftreg_ch0 = {1'b0,r_shiftreg_ch0[31:1]};
            s_shiftreg_ch0[cfg_wlen_i] = i2s_ch0_i;
            s_shiftreg_ch1 = {1'b0,r_shiftreg_ch1[31:1]};
            s_shiftreg_ch1[cfg_wlen_i] = i2s_ch1_i;
        end
        else
        begin
            s_shiftreg_ch0 = {r_shiftreg_ch0[30:0],i2s_ch0_i};
            s_shiftreg_ch1 = {r_shiftreg_ch1[30:0],i2s_ch1_i};
        end
    end
    always_ff  @(posedge sck_i, negedge rstn_i)
    begin
        if (rstn_i == 1'b0)
        begin
            r_shiftreg_ch0  <=  'h0;
            r_shiftreg_ch1  <=  'h0;
            r_shiftreg_ch0_shadow <= 'h0;
            r_shiftreg_ch1_shadow <= 'h0;  
            r_ch0_valid <= 1'b0;
            r_ch1_valid <= 1'b0;
        end
        else
        begin
            if(r_started_dly)
            begin
                r_shiftreg_ch0  <= s_shiftreg_ch0;
                if(cfg_2ch_i)
                    r_shiftreg_ch1  <= s_shiftreg_ch1;  
                if(s_word_done)
                begin
                    r_shiftreg_ch0_shadow <= r_shiftreg_ch0;
                    r_ch0_valid <= 1'b1;
                    if(cfg_2ch_i)
                    begin
                        r_shiftreg_ch1_shadow <= r_shiftreg_ch1;
                        r_ch1_valid <= 1'b1;
                    end
                end
            end
            if(r_ch0_valid) begin
                if(fifo_data_ready_i) begin
                    r_ch0_valid <= 1'b0;
                end
            end else if(r_ch1_valid) begin
                if(fifo_data_ready_i) begin
                    r_ch1_valid <= 1'b0;
                end
            end
        end
    end
    always_ff  @(posedge sck_i, negedge rstn_i)
    begin
        if (rstn_i == 1'b0)
        begin
            r_count_bit <= 'h0;
        end
        else
        begin
            if(r_started_dly)
            begin
                if (s_word_done)
                    r_count_bit <= 'h0;
                else 
                    r_count_bit <= r_count_bit + 1;
            end
        end
    end
    always_ff  @(posedge sck_i, negedge rstn_i)
    begin
        if (rstn_i == 1'b0)
        begin
            r_word_done_dly <= 'h0;
        end
        else
        begin
            if(r_started_dly)
                r_word_done_dly <= s_word_done;
        end
    end
    always_ff  @(posedge sck_i, negedge rstn_i)
    begin
        if (rstn_i == 1'b0)
        begin
            r_ws_old <= 'h0;
            r_started     <= 'h0;
            r_started_dly <= 'h0;
        end
        else
        begin
            r_ws_old <= i2s_ws_i;
            r_started_dly <= r_started;
            if(s_ws_edge)
            begin
                if(cfg_en_i)
                    r_started <= 1'b1;
                else
                    r_started <= 1'b0;
            end
        end
    end
endmodule
[run.sh]
#!/bin/bash
# OpenROAD 26Q1-2900-gdf79404cd8, Yosys 0.63+post, stock flow scripts
make -C /OpenROAD-flow-scripts/flow DESIGN_CONFIG=/design/flow/config.mk WORK_HOME=/design/flow/orfs finish
[config.mk]
export PLATFORM = sky130hd
export DESIGN_NAME = i2s_rx_channel
export DESIGN_NICKNAME = i2s_rx_channel
export VERILOG_FILES = /design/flow/design.v
export SDC_FILE = /design/flow/constraint.sdc
export NUM_CORES = 4
export LEC_CHECK = 1
export CORE_UTILIZATION = 50
[constraint.sdc]
current_design i2s_rx_channel

set clk_period 4.1
set clk_io_pct 0.2

create_clock -name clk0 -period $clk_period [get_ports {sck_i}]

set non_clock_inputs [all_inputs -no_clocks]
set_input_delay [expr $clk_period * $clk_io_pct] -clock clk0 $non_clock_inputs
set_output_delay [expr $clk_period * $clk_io_pct] -clock clk0 [all_outputs]
==> flow_metrics.tcl <==
# place-and-route summary
set metrics [dict create \
    status "finished clean" \
    tool_warnings 31 \
    synth-seq-cells 138 \
    synth_stat.cells 714 \
    layout-drive-gt1-share 0.187 \
    fin_crit_sh 0.875 \
    antenna_found_initial 0 \
    crit_fanout 9 \
    crit_path_start_kind "input pin" \
    rows 43 \
    core_area_um2 14100 \
    ys_seq_share 0.471 \
    grt.overflow.total 0 \
    instances_no_fill 938 \
    synth_area_leader_cell "dfrtp_1" \
    setup_slack_ps 511 \
    vias_per_cell 6.27 \
    fin_crit_ps 3590 \
    edf_count 0 \
    rsz0062_at_grt "no" \
    areaGrowthSynthToFinish_pct 16.6 \
    worst_clock_skew_ps 5.57 \
    ctsHoldBuffers 0 \
    post-cts-setup-buffers 0 \
    area_leaders "dfrtp_1, mux2_2, mux2i_1" \
    regArea_um2 3450 \
    cts_tree "built" \
    ff_type "dfrtp_1" \
    via_count 5880 \
    gp_congestion 0.941 \
    drv_cap 0 \
    power_leakage_nw 3.77 \
    place_inst 907 \
    clk_path_buf_depth 2 \
    use_met2 0.434 \
    initial_core_util 0.520 \
    tns_ps 0 \
    cp.arrival_ps 2770 \
    drtPass1Iterations 5 \
    use_met1 0.436 \
    numCtsBuffers 17 \
    synth.distinct_cells 56 \
    dp_hpwl_um 13400 \
    cp_data_required_time_ps 3280 \
    worst_pin_slew_ps 873 \
    die_area_um2 15200 \
    root_buffer "clkbuf_16" \
    final-hold-violation-count 0 \
    die_h_um 123 \
    synth_cells 714 \
    drtIter0Drc 313 \
    num_antenna_cells 0 \
    grt_pass1_wl_um 31800 \
    yosysTopAreaCellShare 0.471 \
    synth_area_per_cell_um2 10.3 \
    pre_cts_slack_ps 515 \
    ant_nets 0 \
    fmax_ghz 0.279 \
    ys_chip_area_um2 7330 \
    power_w 0.00511 \
    wl_per_cell_um 20.9 \
    synthArstFlopShare 1.00 \
    clkLatencyLatePin_ps 410 \
    critical_path_class "input pin to primary output" \
    routed_wl_um 19600 \
    h-tree-depth 4 \
    cts.sinks 138 \
    endpoint_kind "primary output" \
    first_global_vias 5783 \
    port_buffers 47 \
    die_width_um 123 \
    top_usage_layer "met1" \
    grt.total_usage 0.288 \
    grt_max_degree 76 \
    clk_pin_slew_ps 60 \
    p_per_area_nw_per_um2 598 \
    combGateArea_um2 3560 \
    hold_slack_ps 367 \
    ys_warn_count 1 \
    fill_cells 1170 \
    drc 0 \
    slew_headroom 0.416 \
    setup_viol 0 \
    irDropWorstVdd_uv 581 \
    hp-class "input pin to async pin" \
    io_pins 52 \
    netlist_area_um2 7330 \
    drv_slew 0 \
    globalRouteMet3Util 0.0763 \
    cts_resized 0 \
]
## state kept, by name (all words and copies together) (netlist names), 5 cells and up
register               cells
r_count_bit                5
r_shiftreg_ch0            32
r_shiftreg_ch0_shadow     32
r_shiftreg_ch1            32
r_shiftreg_ch1_shadow     32
## area by class of cell
cell class	count	area share
multi-input combinational	502	0.416
sequential	138	0.404
timing repair buffer	75	0.0806
clock buffer	20	0.0534
tap	180	0.0263
clock inverter	11	0.0142
inverter	12	0.00527
## Yosys cell counts, drive strengths merged (3+ instances only)
master,number
nand2b,10
buf,19
nand2,42
nand4,8
xnor2,3
and3,3
mux2,65
nor3b,4
o21ai,62
dfrtp,138
nand3,22
o221ai,5
a31oi,21
o2bb2ai,9
xor2,7
ha,4
a221oi,11
inv,12
o21bai,3
o211ai,13
a21oi,33
nor4,5
or3,14
mux2i,34
nor2b,9
and2,4
nor2,52
o22ai,14
clkbuf,43
a22o,31
## per-stage QoR
step	instance area (um^2)	util
floorplan	7330	-
global placement	7970	0.566
detailed placement	7970	0.566
CTS	8550	0.607
global route	8550	0.607
finish	8550	0.607
## layer usage
layer,up-vias,wire length [um]
li1,2707,-
met1,2933,8700
met2,210,9050
met3,30,1340
met4,0,503
met5,-,0
## kinds of logic after synthesis
| kind of cell | synth area share |
|---|---|
| AND/OR/NAND/NOR | 0.124 |
| buffers and inverters | 0.0445 |
| AND-OR/OR-AND | 0.196 |
| XOR/XNOR | 0.0119 |
| flip-flops | 0.471 |
| adder cells (fa/ha/maj) | 0.00682 |
| multiplexers | 0.146 |
## report_power, final
| part | leakage [nW] | internal [W] | switching [W] |
|---|---|---|---|
| registers | 1.69 | 0.00191 | 0.000475 |
| logic | 1.80 | 0.000673 | 0.000572 |
| clock network | 0.282 | 0.000922 | 0.000565 |
## layout by cell type, fill, tap and decap left out, types with 3 or more instances in the layout
cell	n
o221ai_1	5
mux2i_1	34
and3_1	3
o21ai_1	11
nor3b_1	3
a31oi_1	21
clkbuf_16	17
nand3_1	22
a21oi_1	33
nand2b_1	10
xor2_1	7
buf_4	27
a22o_1	31
mux2_2	62
clkdlybuf4s50_1	45
o2bb2ai_1	9
or3_1	14
nand2_1	40
o21bai_1	3
o211ai_1	13
inv_1	12
a221oi_1	10
and2_1	4
clkinv_2	4
nor2b_1	7
nor4_1	4
dfrtp_1	137
mux2_1	3
nand4_1	8
nor2_1	50
o21ai_0	47
o22ai_1	14
o21ai_2	4
xnor2_1	3
ha_1	4
## path summary, 6_finish.rpt
check | start | end | slack (ps) | cells after the start
worst max-delay path | cfg_wlen_i[0] | fifo_err_o | 510 | 7
worst min-delay path | rstn_i | r_shiftreg_ch0_shadow[16]$_DFFE_PN0P_ | 370 | 1
worst max register to register | r_started_dly$_DFF_PN0_ | r_shiftreg_ch1[13]$_DFFE_PN0P_ | 1620 | 4
worst min register to register | r_started$_DFFE_PN0P_ | r_started_dly$_DFF_PN0_ | 370 | 0
max in group asynchronous | rstn_i | r_started_dly$_DFF_PN0_ | 2910 | 2
min in group clk0 | r_started$_DFFE_PN0P_ | r_started_dly$_DFF_PN0_ | 370 | 0
## critical path, cell delays in order
cell and delay, ps:
clkdlybuf4s50_1 450, buf_4 190, xor2_1 160, nor3_1 240
nand2_1 210, nor3b_1 220, clkdlybuf4s50_1 480
No activity file was given, so power comes from the tool's default toggle rates.
